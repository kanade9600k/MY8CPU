**/design/flow/run.sh**
```bash
#!/bin/bash
# OpenROAD 26Q1-2900-gdf79404cd8, Yosys 0.63+post, stock flow scripts
make -C /OpenROAD-flow-scripts/flow DESIGN_CONFIG=/design/flow/config.mk WORK_HOME=/design/flow/orfs finish
```
**/design/flow/config.mk**
```make
export PLATFORM = sky130hd
export DESIGN_NAME = Clock_12Mto1
export DESIGN_NICKNAME = Clock_12Mto1
export VERILOG_FILES = /design/flow/design.v
export SDC_FILE = /design/flow/constraint.sdc
export NUM_CORES = 4
export LEC_CHECK = 1
export CORE_AREA = 10 10 88 88
export DIE_AREA = 0 0 98 98
```
**/design/flow/constraint.sdc**
```tcl
current_design Clock_12Mto1

set clk_period 4.8
set clk_io_pct 0.2

create_clock -name clk0 -period $clk_period [get_ports {clock_in}]

set non_clock_inputs [all_inputs -no_clocks]
set_input_delay [expr $clk_period * $clk_io_pct] -clock clk0 $non_clock_inputs
set_output_delay [expr $clk_period * $clk_io_pct] -clock clk0 [all_outputs]
```
**/design/flow/design.v**
```verilog
module Clock_12Mto1(clock_in, clock_out, nReset);
input clock_in;
input nReset;    
output clock_out;
wire clock_in, nReset;
reg clock_out;
reg [22:0] count;
always @(posedge clock_in or negedge nReset) begin
    if(!nReset) begin
        count <= 23'd0;
        clock_out <= 1'd0;
    end
    else if(count == 23'd5999999) begin
        count <= 23'd0;
        clock_out <= ~clock_out;
    end
    else
        count <= count + 23'd1;
end
endmodule
```
==> flow_metrics.py <==
# Flow results
metrics = {
    "outcome": {
        "status": "complete, no violations",
    },
    "cells_and_area": {
        "final_cell_mix": "24 x dfrtp_1, 14 x nor2_1, 11 x nand3_1",
        "final_layout_size_suffix_gt1_share_pct": 11.8,
        "final_common_cell": "dfrtp_1",
        "area_growth_pct": 14.7,
    },
    "yosys": {
        "ys.flops": 24,
        "syn-cell-area_mm2": 0.00124,
        "synth_seq_share_pct": 48.5,
        "synth_cells": 113,
        "yosysWarnings": 1,
        "syn_area_per_cell_um2": 11.0,
        "synth-cells-yosys": 113,
        "yosysChipArea_mm2": 0.00124,
        "synth_cell_types": 30,
    },
    "drt": {
        "num_vias": 855,
        "postRouteAntennaNets": 0,
        "dr.pass1.iters": 4,
        "wl_um": 2180,
        "post_drt_wl_per_cell_um": 11.2,
        "drt-initial-drc-count": 28,
        "drc": 0,
        "insertedDiodeCount": 0,
        "vias_per_cell": 4.41,
    },
    "place": {
        "dp_hpwl_um": 1490,
        "io_buffers": 2,
        "place_ws_ps": 2750,
        "gp_congestion": 0.866,
    },
    "global_route": {
        "gr-usage-met2_pct": 7.26,
        "grt_pass1_vias": 862,
        "grt_usage_pct": 4.60,
        "grt_most_used_layer": "met2",
        "grt_util_met3_pct": 0.711,
        "grt_max_degree": 25,
        "grt.overflow.total": 0,
        "antenna_found_initial": 0,
        "grt_use_met1_pct": 6.57,
        "grt_pass1_wl_um": 3970,
    },
    "sta": {
        "setup_viol": 0,
        "hold_viol": 0,
        "slew_headroom_pct": 50.6,
        "clock.fmax_mhz": 481,
        "rsz0062_at_grt": "no",
        "finalWorstSetupSlack_ps": 2720,
        "worst_pin_slew_ps": 736,
        "fin_tns_setup_ps": 0,
        "fin_skew_ps": 3.45,
        "min_period_over_period_pct": 43.3,
        "slew_violations": 0,
        "period_minus_slack_ps": 2080,
    },
    "worst_setup_path": {
        "required_ps": 4910,
        "worstSetupEndpoint": "clock_out",
        "crit_type": "reg2reg",
        "r2r_end": "clock_out",
        "endpoint_kind": "flip-flop",
        "worst_setup_path_start_kind": "flip-flop",
        "path_cells": "ha_1 > nand2_1 > or2_4 > nor4_4 > xor2_1",
        "startpoint": "count[0]",
        "cp_max_fo": 12,
        "cp.arrival_ps": 2190,
        "cp_slowest_cell": "nor4_4",
        "ff2ff_setup_slack_ps": 2720,
        "rr_worst_depth": 5,
        "slowest_delay_ps": 670,
        "timing.rr.start": "count[0]",
    },
    "clocking": {
        "postCtsHoldBufs": 0,
        "cts_buffer_depth": 2,
        "cts_inserted_buffers": 3,
        "post_cts_buffers": 0,
        "htree_num_levels": 1,
        "cts_root_buf": "clkbuf_8",
        "cts_sinks": 24,
        "cts_tree": "built",
        "cts_resized": 0,
        "insertion_delay_ps": 260,
        "clkSlewWorstSetupHoldPaths_ps": 80,
    },
    "floorplan": {
        "die_x_um": 98,
        "die_h_um": 98,
        "initial_core_util_pct": 20.9,
        "ios": 3,
        "rows": 28,
        "dieArea_mm2": 0.00960,
        "coreArea_mm2": 0.00592,
    },
    "power": {
        "power_leakage_nw": 0.607,
        "p_per_area_mw_per_mm2": 268,
        "ir_drop_mv": 0.168,
    },
    "flow_run": {
        "warning_count": 25,
        "drv_cap": 0,
    },
    "hold_path": {
        "holdCritPathClass": "reg2reg",
    },
}
[where the power goes]
part | switching, mW | internal, mW
sequential | 0 | 0.202
clock | 0.0618 | 0.111
combinational | 0.00367 | 0.00125
total | 0.0655 | 0.315
[Yosys cell counts]
cell | instances | area [um2]
ha_1 | 1 | 12.5
a31oi_1 | 1 | 6.26
a2111oi_1 | 1 | 10.0
dfrtp_1 | 24 | 601
nand2_1 | 4 | 15.0
a21oi_1 | 1 | 5.00
xnor2_1 | 10 | 87.6
nor4_1 | 4 | 25.0
mux2i_1 | 1 | 10.0
nand4_1 | 2 | 12.5
and3_1 | 4 | 25.0
or4_1 | 2 | 15.0
o31ai_1 | 1 | 7.51
nor3b_1 | 1 | 7.51
a211oi_1 | 1 | 7.51
nor3_1 | 6 | 30.0
buf_6 | 1 | 11.3
or4_4 | 1 | 11.3
nand4_2 | 1 | 12.5
nand4_4 | 2 | 42.5
and4_1 | 1 | 8.76
nor4bb_1 | 1 | 10.0
nor4_4 | 2 | 42.5
inv_1 | 3 | 11.3
xor2_1 | 8 | 70.1
nor2_1 | 14 | 52.6
nand3_1 | 11 | 55.1
nor2b_1 | 1 | 6.26
a21oi_2 | 1 | 8.76
or2_4 | 2 | 17.5
[layout make-up]
type / instances / area [um2]
Sequential cell: 24 / 601
Inverter: 3 / 11.3
Timing Repair Buffer: 3 / 27.5
Clock inverter: 1 / 30.0
Clock buffer: 3 / 41.3
Tap cell: 75 / 93.8
Fill cell: 614 / 4500
Multi-Input combinational cell: 85 / 614
[metal layers]
| metal | part of all wire [%] | wire length, um |
|---|---|---|
| met1 | 50 | 1100 |
| met2 | 46 | 1010 |
| met3 | 2.4 | 52 |
| met4 | 1.1 | 25 |
| met5 | 0 | 0 |
[logic make-up after synthesis]
logic type	share of synthesized area [%]
DFF	48.5
and+or+nand+nor	31.4
buffers and inverters	1.82
adders and majority gates	1.01
muxes	0.809
AOI/OAI and AO/OA	3.64
xor gates and xnor gates	12.7
[critical path, delay by kind of cell, from the launching register on]
family,cells,cell delay (ps)
AND/OR/NAND/NOR,3,1120
flip-flops,1,420
adder cells (fa/ha/maj),1,260
XOR/XNOR,1,130
[sequential cells by signal (all words and copies together) (netlist names)]
| name | count |
|---|---|
| clock_out | 1 |
| count | 23 |
[metrics by stage]
stage / hold WS, ps / std cells / instance area (um2) / power, mW / utilization [%]
2_1_floorplan: 420 / 113 / 1240 / 0.206 / -
3_3_place_gp: 474 / 190 / 1350 / 0.211 / 22.8
3_5_place_dp: 468 / 190 / 1350 / 0.211 / 22.8
4_1_cts: 483 / 194 / 1420 / 0.388 / 24.0
5_1_grt: 520 / 194 / 1420 / 0.394 / 24.0
6_report: 479 / 194 / 1420 / 0.380 / 24.0
[worst min path at each step]
stage          endpoint  startpoint  cells past startpoint  slack (ps)
CTS           clock_out   clock_out                      1         480
global route  clock_out   clock_out                      1         520
finish        clock_out   clock_out                      1         480
Power is estimated from default activity; no workload was simulated.
