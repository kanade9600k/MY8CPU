[flow/design.v]
module Clock_12Mto60(clock_in, clock_out, nReset);
input clock_in;
input nReset;    
output clock_out;
wire clock_in, nReset;
reg clock_out;
reg [16:0] count;
always @(posedge clock_in or negedge nReset) begin
    if(!nReset) begin
        count <= 17'd0;
        clock_out <= 1'd0;
    end
    else if(count == 17'd99999) begin
        count <= 17'd0;
        clock_out <= ~clock_out;
    end
    else
        count <= count + 17'd1;
end
endmodule
[flow/run.sh]
#!/bin/bash
# OpenROAD 26Q1-2900-gdf79404cd8, Yosys 0.63+post, stock flow scripts
make -C /OpenROAD-flow-scripts/flow DESIGN_CONFIG=/design/flow/config.mk WORK_HOME=/design/flow/orfs finish
[flow/config.mk]
export PLATFORM = sky130hd
export DESIGN_NAME = Clock_12Mto60
export DESIGN_NICKNAME = Clock_12Mto60
export VERILOG_FILES = /design/flow/design.v
export SDC_FILE = /design/flow/constraint.sdc
export NUM_CORES = 4
export LEC_CHECK = 1
export CORE_AREA = 10 10 76 76
export DIE_AREA = 0 0 86 86
[flow/constraint.sdc]
current_design Clock_12Mto60

set clk_period 4.0
set clk_io_pct 0.2

create_clock -name clk0 -period $clk_period [get_ports {clock_in}]

set non_clock_inputs [all_inputs -no_clocks]
set_input_delay [expr $clk_period * $clk_io_pct] -clock clk0 $non_clock_inputs
set_output_delay [expr $clk_period * $clk_io_pct] -clock clk0 [all_outputs]
==> impl_metrics.toml <==
# physical design summary
[status]
outcome = "finished clean"

[critical_path]
cpMaxStageDelayCell = "clkdlybuf4s50_1"
crit_start = "clock_out$_DFFE_PN0N_"
cp.arrival_ns = 1.08
cpPeakStageDelay_ns = 0.47
crit_required_ns = 3.20
cp_num_buf_inv = 1
worst-path-max-fanout = 2
timing_worst_setup_path_type = "reg -> out"
crit_chain = "clkdlybuf4s50_1"
worstReg2RegStart = "count[0]$_DFF_PN0_"
cp-start-kind = "register"
cp_top_family = "buffers and inverters"
cp-end-kind = "primary output"

[yosys]
synth_area_leader_cell = "dfrtp_1"
synthArstFlopShare_pct = 100.0
postSynthCellCount = 76
synth.distinct_cells = 18
yosys.area.top_type_share_pct = 53.57
topCellsByArea = "dfrtp_1 (54%), xnor2_1 (9.4%), xor2_1 (7.3%)"
postSynthAreaPerCell_um2 = 11.06
ys_chip_area_um2 = 840.8
common_cells = "dfrtp_1 (18), nor2_1 (11), xnor2_1 (9), xor2_1 (7), nand3_1 (6)"
synth-seq-cells = 18
yosysCellCount = 76
edf_count = 0
synth_area_um2 = 840.8
ff_type = "dfrtp_1"
synth.yosys.warnings = 1
synth_seq_share_pct = 53.57
most_common_cell = "dfrtp_1"

[hold_path]
holdCritPathClass = "reg -> reg"
hold_start = "clock_out$_DFFE_PN0N_"

[run]
warnings = 25
max-cap-violations = 0

[global_routing]
first_global_vias = 539
grt_pass1_wl_um = 2628
grt_max_degree = 19
antenna_found_initial = 0
grt-ovfl-total = 0
grtUsageTotal_pct = 4.250

[power_and_ir_drop]
powerDensity_mw_per_mm2 = 339.8
power.leakage_nw = 0.4378
ir_drop_mv = 0.1493
total_power_mw = 0.3325

[die]
core-area_mm2 = 0.004115
num_rows = 23
die_h_um = 86
chip_area_mm2 = 0.007396
fp_util_pct = 20.43
io-pin-count = 3
die_width_um = 86

[drt]
vias = 573
wl_per_cell_um = 11.02
routed_via_density = 4.341
firstDrtPassIters = 4
routed_wl_um = 1455
postRouteAntennaNets = 0
antenna_cells = 0
drc = 0
drt_iter0_markers = 50

[cts]
clk_latency_ns = 0.25
clock-sinks = 18
cts_buffer_depth = 2
cts_max_level = 1
cts_resized = 0
post_cts_buffers = 0
clk_pin_slew_ns = 0.06
cts-root-buf = "clkbuf_8"
cts_buffers = 3
cts_tree = "built"
postCtsHoldBufs = 0

[sta]
rsz0062_at_grt = "false"
hold_slack_ns = 0.4745
finClkSkew_ns = 0.005984
period_used_pct = 47.12
worst_slew_pin_slew_ns = 0.7898
setup_viol = 0
hold_viol = 0
layout_setup_ws_ns = 2.115
fmax_ghz = 0.5306
period_needed_ns = 1.885
max_slew_margin_pct = 47.18
slew_viol_final = 0
final.setup.tns_ns = 0

[cells_and_area]
fillCellCount = 428
areaGrowthSynthToFinish_pct = 16.37
drive_gt1_share_pct = 9.756

[placement]
post-place-ws_ns = 2.156
hpwlAfterDp_um = 1035
port_buffers = 2
gp_congestion = 0.8585
## through the flow
step	std cells	cell area [um^2]	utilization (%)
floorplan	76	840.8	-
global placement	128	923.4	22.44
detailed placement	128	923.4	22.44
CTS	132	978.4	23.78
global route	132	978.4	23.78
finish	132	978.4	23.78
## metal layers
layer,wire length [um],up-vias,global-route usage [%],share of wire [%]
li1,-,279,-,-
met5,0,-,0,0
met2,581,19,5.003,40
met3,112,2,2.383,7.7
met1,754,273,6.604,52
met4,6,0,0.4491,0.41
## power by group
part | internal, mW | switching, mW
Combinational | 0.000856 | 0.00334
Clock | 0.0873 | 0.0590
Sequential | 0.182 | 0
Total | 0.270 | 0.0623
## worst paths after layout
check	end	slack (ns)	depth (start not counted)
worst max-delay path	clock_out	2.12	1
worst min-delay path	clock_out$_DFFE_PN0N_	0.47	1
worst max register to register	count[16]$_DFF_PN0_	2.36	5
worst min register to register	clock_out$_DFFE_PN0N_	0.47	1
max in group asynchronous	count[7]$_DFF_PN0_	2.50	1
min in group asynchronous	count[2]$_DFF_PN0_	1.00	1
## flip-flops by register name, summed over array words and instances, names as in the netlist
name / flops
count: 17
clock_out: 1
## cells by family after synthesis
family        after synthesis  share of synthesized area (%)
fa+ha+maj                   1                          1.488
simple gates               39                          27.38
xor+xnor                   16                          16.67
buf+inv                     2                         0.8932
flops                      18                          53.57
## placed cells by master, fill, tap and decap left out, types with 2 or more instances in the layout
cell / count
inv_1: 2
nand3_1: 6
nor2_1: 11
xnor2_1: 9
nand2_1: 2
nor3_1: 4
nand4_1: 4
nor4_1: 4
clkdlybuf4s50_1: 2
and3_1: 2
xor2_1: 7
clkbuf_8: 4
dfrtp_1: 18
## cell type report
cell class | instances | area, um^2 | area share, %
clock buffer | 4 | 55.05 | 5.627
inverter | 2 | 7.507 | 0.7673
multi-input combinational | 56 | 382.9 | 39.13
sequential | 18 | 450.4 | 46.04
tap | 50 | 62.56 | 6.394
timing repair buffer | 2 | 20.02 | 2.046
Power figures rest on the tool's default switching activity, not on a simulated workload.
