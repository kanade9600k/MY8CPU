[./config.mk]
export PLATFORM = sky130hd
export DESIGN_NAME = Program_A
export DESIGN_NICKNAME = Program_A
export VERILOG_FILES = /design/flow/design.v
export SDC_FILE = /design/flow/constraint.sdc
export NUM_CORES = 4
export LEC_CHECK = 1
export CORE_UTILIZATION = 40
[./constraint.sdc]
current_design Program_A

set clk_period 2.4
set clk_io_pct 0.2

create_clock -name clk0 -period $clk_period [get_ports {clock_in}]

set non_clock_inputs [all_inputs -no_clocks]
set_input_delay [expr $clk_period * $clk_io_pct] -clock clk0 $non_clock_inputs
set_output_delay [expr $clk_period * $clk_io_pct] -clock clk0 [all_outputs]
[./design.v]
module ALU(A, B, op, S, C_out);
input [7:0] A, B;
input [2:0] op;
output [7:0] S;
output C_out;
wire [7:0] A, B, S;
wire [2:0] op;
wire C_out;
assign {C_out, S} = dec(op, A, B);
function [8:0] dec;
    input [2:0] op;
    input [7:0] A, B;
    case (op)
        3'b000: dec = A + B;     
        3'b001: dec = A - B;     
        3'b010: dec = A & B;     
        3'b011: dec = A | B;     
        3'b100: dec = A ^ B;     
        3'b101: dec = ~A;        
        3'b110: dec = A << 1;    
        3'b111: dec = A >> 1;    
        default: dec = 8'bxxxxxxxx;
    endcase
endfunction
endmodule
module BCD_adder(A, B, Cin, Cout, S);
input [3:0] A, B;
input Cin;
output [3:0] S;
output Cout;
wire [3:0] A, B, S;
wire Cin, Cout;
wire check;
wire [4:0] temp;
assign temp = A + B + Cin;
assign check = temp[4] | (temp[3] & (temp[1] | temp[2]));  
assign {Cout, S} = (check) ? (temp + 4'b0110) : temp;
endmodule
module Bin_to_BCD(A, Y);
input [7:0] A;
output [11:0] Y;
wire [7:0] A;
wire [11:0] Y;
reg [11:0] B7;
reg [7:0] B6, B5, B4;
reg [3:0] B3, B2, B1, B0;
wire [11:0] D3, E1;
wire [7:0] D2, E0;
wire [3:0] D1, D0;
wire C0, C1, C2, C3, C4, C5, C6, C7, C8, C9;
always @* begin
    B7 <= A[7] ? 12'b0001_0010_1000 : 12'b0;     
    B6 <= A[6] ? 8'b0110_0100 : 8'b0;    
    B5 <= A[5] ? 8'b0011_0010 : 8'b0;    
    B4 <= A[4] ? 8'b0001_0110 : 8'b0;    
    B3 <= A[3] ? 4'b1000 : 4'b0;     
    B2 <= A[2] ? 4'b0100 : 4'b0;     
    B1 <= A[1] ? 4'b0010 : 4'b0;     
    B0 <= A[0] ? 4'b0001 : 4'b0;     
end
BCD_adder BCD_adder_01(.A(B7[3:0]), .B(B6[3:0]), .Cin(1'b0), .Cout(C0), .S(D3[3:0]));
BCD_adder BCD_adder_02(.A(B7[7:4]), .B(B6[7:4]), .Cin(C0), .Cout(C1), .S(D3[7:4]));
BCD_adder BCD_adder_03(.A(B7[11:8]), .B(4'b0), .Cin(C1), .Cout(), .S(D3[11:8]));
BCD_adder BCD_adder_04(.A(B5[3:0]), .B(B4[3:0]), .Cin(1'b0), .Cout(C2), .S(D2[3:0]));
BCD_adder BCD_adder_05(.A(B5[7:4]), .B(B4[7:4]), .Cin(C2), .Cout(C3), .S(D2[7:4]));
BCD_adder BCD_adder_06(.A(B3[3:0]), .B(B2[3:0]), .Cin(1'b0), .Cout(C4), .S(D1[3:0]));
BCD_adder BCD_adder_07(.A(B1[3:0]), .B(B0[3:0]), .Cin(1'b0), .Cout(), .S(D0[3:0]));
BCD_adder BCD_adder_08(.A(D3[3:0]), .B(D2[3:0]), .Cin(1'b0), .Cout(C5), .S(E1[3:0]));
BCD_adder BCD_adder_09(.A(D3[7:4]), .B(D2[7:4]), .Cin(C5), .Cout(C6), .S(E1[7:4]));
BCD_adder BCD_adder_10(.A(D3[11:8]), .B(4'b0000), .Cin(C6), .Cout(), .S(E1[11:8]));
BCD_adder BCD_adder_11(.A(D1[3:0]), .B(D0[3:0]), .Cin(1'b0), .Cout(C7), .S(E0[3:0]));
BCD_adder BCD_adder_12(.A({3'b0, C4}), .B(4'b0000), .Cin(C7), .Cout(), .S(E0[7:4]));
BCD_adder BCD_adder_13(.A(E1[3:0]), .B(E0[3:0]), .Cin(1'b0), .Cout(C8), .S(Y[3:0]));
BCD_adder BCD_adder_14(.A(E1[7:4]), .B(E0[7:4]), .Cin(C8), .Cout(C9), .S(Y[7:4]));
BCD_adder BCD_adder_15(.A(E1[11:8]), .B(4'b0000), .Cin(C9), .Cout(), .S(Y[11:8]));
endmodule
module Clock_10to1(clock_in, clock_out, nReset);
input clock_in;
input nReset;    
output clock_out;
wire clock_in, nReset;
reg clock_out;
reg [2:0] count;
always @(posedge clock_in or negedge nReset) begin
    if(!nReset) begin
        count <= 3'd0;
        clock_out <= 1'd0;
    end
    else if(count == 3'd4) begin
        count <= 3'd0;
        clock_out <= ~clock_out;
    end
    else
        count <= count + 3'd1;
end
endmodule
module Decoder(op, C_frag, select_A_mux, select_B_mux, select_ALU, load);
input [7:0] op;
input C_frag;
output [1:0] select_A_mux;
output [2:0] select_B_mux, select_ALU;
output [4:0] load;
assign {select_A_mux, select_B_mux, select_ALU, load} = dec(op, C_frag);
function [12:0] dec;
    input [7:0] op;
    input C_frag;
    case (op)
        8'b00000000: dec = 13'b00_001_000_00001;  
        8'b00000001: dec = 13'b01_000_000_00010;  
        8'b00000010: dec = 13'b00_011_000_00001;  
        8'b00000011: dec = 13'b01_011_000_00010;  
        8'b00000100: dec = 13'b00_001_001_00001;  
        8'b00000101: dec = 13'b01_000_001_00010;  
        8'b00000110: dec = 13'b00_011_001_00001;  
        8'b00000111: dec = 13'b01_011_001_00010;  
        8'b00001000: dec = 13'b00_001_010_00001;  
        8'b00001001: dec = 13'b01_000_010_00010;  
        8'b00001010: dec = 13'b00_011_010_00001;  
        8'b00001011: dec = 13'b01_011_010_00010;  
        8'b00001100: dec = 13'b00_001_011_00001;  
        8'b00001101: dec = 13'b01_000_011_00010;  
        8'b00001110: dec = 13'b00_011_011_00001;  
        8'b00001111: dec = 13'b01_011_011_00010;  
        8'b00010000: dec = 13'b00_001_100_00001;  
        8'b00010001: dec = 13'b01_000_100_00010;  
        8'b00010010: dec = 13'b00_011_100_00001;  
        8'b00010011: dec = 13'b01_011_100_00010;  
        8'b00010100: dec = 13'b00_xxx_101_00001;  
        8'b00010101: dec = 13'b01_xxx_101_00010;  
        8'b00011000: dec = 13'b00_xxx_110_00001;  
        8'b00011001: dec = 13'b01_xxx_110_00010;  
        8'b00011100: dec = 13'b00_xxx_111_00001;  
        8'b00011101: dec = 13'b01_xxx_111_00010;  
        8'b00100000: dec = 13'b11_001_000_00001;  
        8'b00100001: dec = 13'b11_000_000_00010;  
        8'b00100010: dec = 13'b11_011_000_00001;  
        8'b00100011: dec = 13'b11_011_000_00010;  
        8'b00100100: dec = 13'b11_010_000_00001;  
        8'b00100101: dec = 13'b11_010_000_00010;  
        8'b00100110: dec = 13'b11_000_000_00100;  
        8'b00100111: dec = 13'b11_001_000_00100;  
        8'b00101000: dec = 13'b11_100_000_00001;  
        8'b00101001: dec = 13'b11_100_000_00010;  
        8'b00101100: dec = 13'b11_000_000_01000;  
        8'b00101101: dec = 13'b11_001_000_01000;  
        8'b00101110: dec = 13'b11_011_000_01000;  
        8'b00110000: dec = C_frag ? 13'bxx_xxx_xxx_00000 :
                                    13'b11_011_000_10000;  
        8'b00110100: dec = 13'b11_011_000_10000;  
        8'b00111000: dec = 13'b10_011_000_00100;  
        8'b00111100: dec = 13'b11_011_000_00100;  
        default: dec = 13'bxx_xxx_xxx_xxxxx;
    endcase
endfunction
endmodule
module Flag_register(IN, OUT, clock, nReset);
input IN, clock;
input nReset;     
output OUT;
wire IN, clock, nReset;
reg OUT;
always @(posedge clock or negedge nReset) begin
    if(!nReset)
        OUT <= 1'b0;
    else
        OUT <= IN;
end
endmodule
module MY8CPU(IN, OUT, clock_in, nReset);
input [7:0] IN;
input clock_in;
input nReset;    
output [7:0] OUT;
wire [7:0] IN, OUT;
wire clock_in, nReset;
wire [7:0] A_reg_out, B_reg_out, C_reg_out, OUT_reg_out, PC_out;
wire [7:0] A_mux_out, B_mux_out;
wire [15:0] rom_data;
wire [7:0] ALU_out;
wire C_flag, Flag_reg_out;
wire [1:0] Dec_muxA_out;
wire [2:0] Dec_muxB_out, Dec_ALU_out;
wire [4:0] load;
wire clock;
assign OUT = OUT_reg_out;
Clock_10to1 Clock_10to1_01(.clock_in(clock_in), .clock_out(clock), .nReset(nReset));
Multiplexer_A Multiplexer_A_01(.A(A_reg_out), .B(B_reg_out), .C(C_reg_out), .D(8'b00000000), .S(Dec_muxA_out), .Y(A_mux_out));
Multiplexer_B Multiplexer_B_01(.A(A_reg_out), .B(B_reg_out), .C(C_reg_out), .D(rom_data[7:0]), .E(IN), .S(Dec_muxB_out), .Y(B_mux_out));
ALU ALU_01(.A(A_mux_out), .B(B_mux_out), .op(Dec_ALU_out), .S(ALU_out), .C_out(C_flag));
Flag_register Flag_register_01(.IN(C_flag), .OUT(Flag_reg_out), .clock(clock), .nReset(nReset));
Register Register_A(.IN(ALU_out), .OUT(A_reg_out), .clock(clock), .nReset(nReset), .load(load[0]));
Register Register_B(.IN(ALU_out), .OUT(B_reg_out), .clock(clock), .nReset(nReset), .load(load[1]));
Register Register_C(.IN(ALU_out), .OUT(C_reg_out), .clock(clock), .nReset(nReset), .load(load[2]));
Register Register_OUT(.IN(ALU_out), .OUT(OUT_reg_out), .clock(clock), .nReset(nReset), .load(load[3]));
Program_counter Program_counter_01(.IN(ALU_out), .OUT(PC_out), .clock(clock), .nReset(nReset), .load(load[4]));
Decoder Decoder_01(.op(rom_data[15:8]), .C_frag(Flag_reg_out), .select_A_mux(Dec_muxA_out), .select_B_mux(Dec_muxB_out), .select_ALU(Dec_ALU_out), .load(load));
ROM_A ROM_A_01(.address(PC_out), .data(rom_data));    
endmodule
module Multiplexer_A(A, B, C, D, S, Y);
input [7:0] A, B, C, D;
input [1:0] S;
output [7:0] Y;
wire [7:0] A, B, C, D, Y;
wire [1:0] S;
assign Y = select(S, A, B, C, D);
function [7:0] select;
    input [1:0] S;
    input [7:0] A, B, C, D;
    case (S)
        2'b00: select = A;
        2'b01: select = B;
        2'b10: select = C;
        2'b11: select = D;
        default: select = 2'bxx;
    endcase
endfunction
endmodule
module Multiplexer_B(A, B, C, D, E, S, Y);
input [7:0] A, B, C, D, E;
input [2:0] S;
output [7:0] Y;
wire [7:0] A, B, C, D, E, Y;
wire [2:0] S;
assign Y = select(S, A, B, C, D, E);
function [7:0] select;
    input [2:0] S;
    input [7:0] A, B, C, D, E;
    case (S)
        3'b000: select = A;
        3'b001: select = B;
        3'b010: select = C;
        3'b011: select = D;
        3'b100: select = E;
        default: select = 3'bxxx;
    endcase
endfunction
endmodule
module Program_A(IN, S, LED, clock_in, nReset);
input [7:0] IN;
input clock_in;
input nReset;    
output [2:0] S;
output [6:0] LED;
wire [7:0] IN;
wire [2:0] S;
wire [6:0] LED;
wire clock_in, nReset;
wire [7:0] OUT;
wire [11:0] BCD_out;
MY8CPU MY8CPU_01(.IN(IN), .OUT(OUT), .clock_in(clock_in), .nReset(nReset));
Bin_to_BCD Bin_to_BCD_01(.A(OUT), .Y(BCD_out));
controller_7seg controller_7seg_01(.clock(clock_in), .nReset(nReset), .BCD(BCD_out), .S(S), .LED(LED));
endmodule
module Program_counter(IN, OUT, clock, nReset, load);
input [7:0] IN;
input clock, load;
input nReset;     
output [7:0] OUT;
wire [7:0] IN;
wire clock, nReset, load;
reg [7:0] OUT;
always @(posedge clock or negedge nReset) begin
    if(!nReset)
        OUT <= 8'd0;
    else if (load)
        OUT <= IN;
    else
        OUT <= OUT + 8'd1;   
end
endmodule
module ROM_A(address, data);
input [7:0] address;
output [15:0] data;
wire [7:0] address;
reg [15:0] data;
always @* begin
    case (address)
        8'b00000000: data <= 16'b00100010_00000001;  
        8'b00000001: data <= 16'b00100011_00000000;  
        8'b00000010: data <= 16'b00100111_00000000;  
        8'b00000011: data <= 16'b00000000_00000000;  
        8'b00000100: data <= 16'b00110000_00000110;  
        8'b00000101: data <= 16'b00110100_00001110;  
        8'b00000110: data <= 16'b00111000_00000001;  
        8'b00000111: data <= 16'b00101100_00000000;  
        8'b00001000: data <= 16'b00000001_00000000;  
        8'b00001001: data <= 16'b00110000_00001011;  
        8'b00001010: data <= 16'b00110100_00001110;  
        8'b00001011: data <= 16'b00111000_00000001;  
        8'b00001100: data <= 16'b00101101_00000000;  
        8'b00001101: data <= 16'b00110000_00000011;  
        8'b00001110: data <= 16'b00110100_00001110;  
        default: data <= 16'bxxxxxxxx_xxxxxxxx;
    endcase
end
endmodule
module Register(IN, OUT, clock, nReset, load);
input [7:0] IN;
input clock, load;
input nReset;     
output [7:0] OUT;
wire [7:0] IN;
wire clock, nReset, load;
reg [7:0] OUT;
always @(posedge clock or negedge nReset) begin
    if(!nReset)
        OUT <= 8'd0;
    else if (load)
        OUT <= IN;
end
endmodule
module controller_7seg(clock, nReset, BCD, S, LED);
input clock;
input nReset;    
input [11:0] BCD;
output [2:0] S;  
output [6:0] LED;
wire clock, nReset;
wire [11:0] BCD;
wire [6:0] LED;
reg [2:0] S;
reg [2:0] count;
reg [3:0] temp;
always @(posedge clock or negedge nReset) begin
    if(!nReset) begin
        count <= 3'b0;
    end
    else if(count == 3'b101) begin
        count <= 3'b0;
    end
    else 
        count <= count + 3'b001;
end
always @* begin
    if(count[0] == 1'b0) begin
        S <= 3'b000;
        temp <= 4'b0000;
    end
    else if(count[2:1] == 2'b00) begin
        S <= 3'b001;
        temp <= BCD[3:0];
    end
    else if(count[2:1] == 2'b01) begin
        S <= 3'b010;
        temp <= BCD[7:4];
    end
    else if(count[2:1] == 2'b10) begin
        S <= 3'b100;
        temp <= BCD[11:8];
    end
    else begin
        S <= 3'b000;
        temp <= 4'b0000;
    end
end
dec7seg dec7seg_01(.BCD(temp), .S(LED));
endmodule
module dec7seg(BCD, S);
input [3:0] BCD;
output [6:0] S;
wire [3:0] BCD;
wire [6:0] S;
assign S = dec(BCD);
function [6:0] dec;
    input [3:0] BCD;
    case (BCD)
        4'd0: dec = 7'b1111110;
        4'd1: dec = 7'b0110000;
        4'd2: dec = 7'b1101101;
        4'd3: dec = 7'b1111001;
        4'd4: dec = 7'b0110011;
        4'd5: dec = 7'b1011011;
        4'd6: dec = 7'b1011111;
        4'd7: dec = 7'b1110000;
        4'd8: dec = 7'b1111111;
        4'd9: dec = 7'b1111011;
    default: dec = 8'bxxxxxxxx;
    endcase
endfunction
endmodule
[./run.sh]
#!/bin/bash
# OpenROAD 26Q1-2900-gdf79404cd8, Yosys 0.63+post, stock flow scripts
make -C /OpenROAD-flow-scripts/flow DESIGN_CONFIG=/design/flow/config.mk WORK_HOME=/design/flow/orfs finish
==> Changelog: implementation <==
### Physical design

* Status: complete, no violations
* FF-to-FF Start: controller_7seg_01.count[1]
* DIE WIDTH at 122 um
* Largest net degree at the start of global routing at 38
* GP Congestion at between 0.9 and 1
* Die Y at 122 um
* Post-placement cell area at about 6000 um^2
* CP Max Fanout at 5
* Final max-slew violation count at 0
* Net Switching at 74.4 uW
* Worst slew pin tran at 1.03 ns
* Area growth syn-to-layout at 11.1%
* Pint at 352 uW
* Top cells, area: dfrtp_1 19%, ha_1 16%, mux2_2 8.2%
* IO buf count at 19
* Worst EP required at roughly 1.9 ns
* CTS Buffer Depth at 2
* Top FF cell, synth: dfrtp_1
* Fillcell total at approximately 1400
* CTS clk-pin slew, worst paths at around 0.03 ns
* Gate power share at ~7.5%
* Flop pwr share at around 28%
* DRT antenna net count at 0
* TritonRoute pass-1 iters at 6
* Endpoints failing hold at 0
* CTS tree: built
* Vias per cell at between 5 and 6
* # IOs at 20
* DP Worst Slack at -0.0995 ns
* Layout cells sized above 1 at between 15 and 20%
* Critical Path Max Stage Delay at about 0.4 ns
* Worst-case reg-to-reg path depth at 6
* Design area at between 6000 and 7000 um^2
* Most common cell in the netlist: ha_1
* Register pins left without a clock at 37
* Post-Route WL at approximately 14000 um
* Worst Hold Class: in2async
* Tool warning count at roughly 57
* Slew HR at roughly 31%
* Row count at 43
* Comb gate area at between 4000 and 5000 um^2
* Latency at later pin at about 0.23 ns
* Post-route DRC at 0
* Global-route wire length before repair at 23800 um
* Worst r2r dst: controller_7seg_01.count[2]
* CP arrival at about 1.9 ns
* Peak Freq at 0.419 GHz
* Cell mode on critical path: inv_2
* VDD IR-drop max at around 0.42 mV
* CP startpoint kind: flop
* Max Cap Viol at 0
* Crit-path leading delay family: buffers and inverters
* CORE AREA at 14000 um^2
* Seq cells post-synth at 44
* Number of unconstrained endpoints at 37
* Initial antenna violation count at 0
* All-layer global routing usage at 20.2%
* Synth Cell Area at a little under 6000 um^2
* Post-synth EDFFs at 0
* Crit Path Class: reg2out
* Vias in the first global route at between 4000 and 5000
* Area share, top type at about a fifth
* Leak Pwr at 0.00292 uW
* DR vias at 5053
* Avg Inst Size Synth at 8.63 um^2
* Detail Placement HPWL at roughly 11000 um
* Initial DRC Count at slightly above 400
* Fin worst setup slack at approximately 0.013 ns
* Fin crit share at 99.5%
* FP Core Util at about two fifths
* Post-synthesis sequential area ratio at a little under a fifth
* CP Cell Sequence: inv_2 > buf_4 > and3_4 > o21ai_2 > inv_2 > buf_6 > ha_4 > o21a_1 > nand2_1 > dlygate4sd2_1
* Ys async rst share at 100%
* RSZ-0062 raised after global routing: true
* Cts hold-fix bufs at 0
* Worst setup EP type: primary output
* H-Tree Depth at 1
* Total global routing overflow at 0
* Root Buffer: clkbuf_16
* Power density cells at 66.2 nW/um^2
* Net Sw Frac at about 17%
* YS chip area at slightly below 6000 um^2
* Clock Power Share at 64.7%
* Setup Viol. Count Final at 0
* Area leader, netlist: dfrtp_1
* Ys cells at between 600 and 700
* Synth warn at 12
* CP Buf/Inv Count at 5
* Register Area at between 1000 and 1500 um^2
* Setup Skew at approximately 0.00052 ns
* Distinct lib cells at roughly 80
* Chip footprint at about 15000 um^2
* # diodes at 0
* FF-to-FF setup slack at approximately 1.2 ns
* Top cells by count: 75 x ha_1, 63 x inv_1, 58 x nand2_1
* Drt wl/cell at approximately 16 um
* Slowest cell on crit path: dfrtp_2
* Cells after Synth at around 670
* Cts bufs inserted at 3
* Tmin final at 2.39 ns
-- worst reg2reg max path, stage by stage (launching register included) --
cell and delay, ns:
dfrtp_2 0.40, inv_2 0.05, buf_4 0.13, buf_4 0.12, buf_4 0.12, nor2_1 0.18
a21o_1 0.11
-- state kept, by name (all words and copies together) (netlist names) --
signal	cells
MY8CPU_01.Flag_register_01.OUT	1
MY8CPU_01.Register_B.OUT	8
MY8CPU_01.Clock_10to1_01.clock_out	1
MY8CPU_01.Clock_10to1_01.count	3
MY8CPU_01.Register_OUT.OUT	8
MY8CPU_01.Register_C.OUT	8
controller_7seg_01.count	3
MY8CPU_01.Register_A.OUT	8
MY8CPU_01.Program_counter_01.OUT	4
-- how the worst max path moves through the flow --
stage,from,endpoint,slack (ns),cells after the start
CTS,controller_7seg_01.count[1],LED[5],-0.23,7
global route,controller_7seg_01.count[1],LED[1],-0.06,10
finish,controller_7seg_01.count[1],LED[1],0.01,10
-- layout by cell type (no fill, tap or decap), types with 17 or more instances in the layout --
master,netlist,layout
inv_1,63,61
nand2_1,58,57
dfrtp_1,44,43
ha_1,75,73
mux2i_1,17,17
o21ai_0,37,34
a21oi_1,27,27
nor2_1,41,40
xnor2_1,17,17
buf_4,1,17
mux2_2,42,41
-- kinds of logic after synthesis --
group	count (synthesis)	share of synthesized area, %
buffers and inverters	89	6.36
and+or+nand+nor	193	17.3
DFF	44	19.0
AOI/OAI and AO/OA	176	22.6
xor gates and xnor gates	24	3.63
adders and majority gates	84	19.3
muxes	61	11.8
-- routing by layer --
layer	vias up	global-route usage (%)	wire length (um)
li1	2456	-	-
met1	2437	32.8	7270
met2	148	30.2	6300
met3	12	1.80	692
met4	0	2.21	119
met5	-	0	0
-- stage by stage --
step	hold WS [ns]	power [uW]	TNS, ns	cells	util, %
after floorplan	0.184	120	0	671	-
after global placement	0.374	153	-0.171	861	44.2
after detailed placement	0.374	153	-0.473	861	44.2
after CTS	0.135	434	-0.253	868	45.0
after global routing	0.147	443	-0.198	873	46.0
final	0.134	426	0	873	46.0
-- final cells by class --
cell class	count	share of cell area, %
Clock buffer	4	1.23
Multi-Input combinational cell	538	68.9
Timing Repair Buffer	41	5.43
Inverter	66	3.85
Tap cell	180	3.50
Sequential cell	44	17.1
-- repair_timing --
item                       4_1_cts  5_1_grt
setup endpoints to repair        7        7
gates resized                   26       20
gates cloned                     0        0
setup buffers                    3        5
pin swaps                        7        7
-- power by group through the flow --
stage | combinational (uW) | sequential (uW) | clock (uW)
4_1_cts | 33.2 | 118 | 283
5_1_grt | 35.9 | 118 | 289
6_report | 32.1 | 118 | 276
Power figures rest on the tool's default switching activity, not on a simulated workload.
